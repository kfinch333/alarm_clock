--- /design/flow/design.v ---
module alarm_clock_pv(input CLK,SW5,SW4,SW3,SW2,SW1,SW0,KEY1,KEY0, output logic [6:0] SEC_LSB,SEC_MSB,MIN_LSB, MIN_MSB,HR_LSB,HR_MSB, output logic LED7,LED5,LED4,LED3,LED2,LED1,LED0);
	logic  clkout, alrm;
	logic [7:0] sec, min, hrs, min_alrm, hrs_alrm, secmsb, seclsb, minmsb, minlsb, hrsmsb, hrslsb;
	pmcntr #(25) p1 (CLK, SW0, 25'd6250000, count, clkout);
	fdivby2_ #(25) d1 (clkout, reset, clk);
	alarm_clock c1 (clk, SW0, SW1, SW2, SW3, SW4, SW5, ~KEY0|SW0, ~KEY1, sec, min, hrs, min_alrm, hrs_alrm, alrm);
	ASCII27Seg disp0 (seclsb, SEC_LSB);
	ASCII27Seg disp1 (secmsb, SEC_MSB);
	ASCII27Seg disp2 (minlsb, MIN_LSB);
	ASCII27Seg disp3 (minmsb, MIN_MSB);
	ASCII27Seg disp4 (hrslsb, HR_LSB);
	ASCII27Seg disp5 (hrsmsb, HR_MSB);
	function [7:0] msb;
		input [7:0] A;
		integer i;
		msb=0;
		for (i=0;i<=9;i=i+1)
			if (A>(msb*8'd10+8'd9))
				msb = msb + 8'd1;
	endfunction
	always_ff @ (*) begin
		if (SW2) begin
			secmsb = 8'd12;
			seclsb = 8'd42;
			minmsb = msb(min_alrm);
			minlsb = min_alrm - minmsb*10;
			hrsmsb = msb(hrs_alrm);
			hrslsb = hrs_alrm - hrsmsb*10;
		end
		else begin
			secmsb = msb(sec);
			seclsb = sec - secmsb*10;
			minmsb = msb(min);
			minlsb = min - minmsb*10;
			hrsmsb = msb(hrs);
			hrslsb = hrs - hrsmsb*10;
		end
		LED5 = SW5;
		LED4 = SW4;
		LED3 = SW3;
		LED2 = SW2;
		LED1 = SW1;
		LED0 = SW0;
	end
		always_ff @ (posedge clkout)
			if (alrm)
				LED7 = ~LED7;
			else
				LED7 = 1'b0;
endmodule
module testdisp();
	logic [7:0] value0, value1, value2, value3, value4, value5;
	wire [6:0] Hex1, Hex2, Hex4, Hex5;
	ASCII27Seg test1 (value1, Hex1);
	ASCII27Seg test2 (value2, Hex2);
	ASCII27Seg test4 (value4, Hex4);
	ASCII27Seg test5 (value5, Hex5);
	function [7:0] msb;
		input [7:0] A;
		integer i;
		msb=0;
		for (i=0;i<=9;i=i+1)
			if (A>(msb*8'd10+8'd9))
				msb = msb + 8'd1;
	endfunction
	initial begin
		value0 = 8'd59; #10;
		value1 = msb(value0); value2 = value0 - value1*10; #10;
		value3 = 8'd42; #10;
		value4 = msb(value3); value5 = value3 - value4*10; #10;
	end
endmodule
module msb_test(input [7:0] H, output reg [7:0] Hh, H1);
	function [7:0] msb;
		input [7:0] A;
		integer i;
		msb=0;
		for (i=0;i<=9;i=i+1)
			if (A>(msb*8'd10+8'd9))
				msb = msb + 8'd1;
	endfunction
	always @ (*) begin
		Hh = msb(H);
		H1 = H - Hh*10;
	end
endmodule
module ASCII27Seg (input [7:0] AsciiCode, output logic [6:0] HexSeg);
	always @ (*) begin
		HexSeg = 8'd0;
		$display ("AsciiCode %d", AsciiCode);
		case (AsciiCode)
			8'h0 : HexSeg[6] = 1;
			8'h1 : begin
				HexSeg[0] = 1; HexSeg[3] = 1; HexSeg[4] = 1; HexSeg[5] = 1; HexSeg[6] = 1;
			end
			8'h2 : begin
				HexSeg[2] = 1; HexSeg[5] = 1;
			end
			8'h3 : begin
				HexSeg[4] = 1; HexSeg[5] = 1;
			end
			8'h4 : begin
				HexSeg[0] = 1; HexSeg[3] = 1; HexSeg[4] = 1;
			end
			8'h5 : begin
				HexSeg[1] = 1; HexSeg[4] = 1;
			end
			8'h6 : HexSeg[1] = 1;
			8'h7 : begin
				HexSeg[3] = 1; HexSeg[4] = 1; HexSeg[5] = 1; HexSeg[6] = 1;
			end
			8'h8 : HexSeg = 8'd0;
			8'h9 : HexSeg[4] = 1;
			default : HexSeg = 8'b11111111;
		endcase
	end
endmodule		
module alarm_clock_tb();
	logic clk, reset, time_set, alarm_set, sethrs1min0, run_clock, activatealarm, alarmreset, runset, alrm;
	logic [7:0] sec, min, hrs, min_alrm, hrs_alrm;
	alarm_clock c1 (clk, reset, time_set, alarm_set, sethrs1min0, run_clock, activatealarm, alarmreset, runset, sec, min, hrs, min_alrm, hrs_alrm, alrm);
	initial begin
		clk = 0; reset = 1; alarmreset = 1; time_set =0; alarm_set = 0; sethrs1min0 = 0; run_clock = 0; activatealarm = 0; runset = 0; #5;
		reset = 0; alarmreset = 0; alarm_set = 1; runset = 1; clk = 1; #5;
		repeat (29) begin
			clk = 0; #5;
			clk = 1; #5;
		end
		clk = 0; sethrs1min0 = 1; #5;
		repeat (5) begin
			clk = 1; #5;
			clk = 0; #5;
		end
		alarm_set = 0; time_set = 1; clk = 1; #5;
		repeat (4) begin
			clk = 0; #5;
			clk = 1; #5;
		end
		sethrs1min0 = 0; clk = 0; #5;
		repeat (29) begin
			clk = 1; #5;
			clk = 0; #5;
		end
		time_set = 0; runset = 1; activatealarm = 1; run_clock = 1; clk = 1; #5;
		repeat (120) begin
			clk = 0; #5;
			clk = 1; #5;
		end
		alarmreset = 1; clk = 0; #5;
		reset = 1; #5;
	end
endmodule
module alarm_clock(input CLK_2Hz, reset, time_set, alarm_set, sethrs1min0, run_clock, activatealarm, alarmreset, runset, output logic [7:0] sec, min, hrs, min_alrm, hrs_alrm, output logic alrm);
	localparam fiftynine=8'd59, twentythree=8'd23;
	logic minutes_, hours_, minutes, hours, days, runsec, runmin, runhrs, sec_;
	logic aminutes_, ahours_, aminutes, ahours, adays, arunmin, arunhrs;
	clocktime #(8) SecClock (sec_, runsec, reset, fiftynine, sec, minutes);
	clocktime #(8) MinClock (minutes_, runmin, reset, fiftynine, min, hours);
	clocktime #(8) HrClock (hours_, runhrs, reset, twentythree, hrs, days);
	clocktime #(8) AlarmMin (aminutes_, arunmin, alarmreset, fiftynine, min_alrm, ahours);
	clocktime #(8) AlarmHr (ahours_, arunhrs, alarmreset, twentythree, hrs_alrm, adays);
	fdivby2_ #(25) d1 (CLK_2Hz, reset, sec_);
	always_ff @ (*) begin
		if (run_clock) begin
			minutes_ = minutes;
			hours_ = hours;
			runsec = 1'b1; runmin = 1'b1; runhrs = 1'b1;
		end
		else if (runset) begin
			if (time_set) begin
				if (sethrs1min0) begin
					hours_ = CLK_2Hz;
					minutes_ = 1'b0;
					runsec = 1'b0; runmin = 1'b0; runhrs = 1'b1;
				end
				else begin
					minutes_ = CLK_2Hz;
					hours_ = 1'b0;
					runsec = 1'b0; runmin = 1'b1; runhrs = 1'b0;
				end
			end
			else if (alarm_set) begin
				if (sethrs1min0) begin
					ahours_ = CLK_2Hz;
					aminutes_ = 1'b0;
					arunmin = 1'b0; arunhrs = 1'b1;
				end
				else begin
					aminutes_ = CLK_2Hz;
					ahours_ = 1'b0;
					arunmin = 1'b1; arunhrs = 1'b0;
				end
			end
		end
		else begin
			minutes_ = minutes;
			hours_ = hours;
			runsec = 1'b0; runmin = 1'b0; runhrs = 1'b0;
		end
	end
	assign alrm = (activatealarm && ((hrs == hrs_alrm) && (min == min_alrm)));
endmodule
module clocktime #(parameter size=8) (input clk, freerun, reset, input [size-1:0] Maxval, output logic [size-1:0] Count, output logic clkout);
	always_ff @ (posedge clk or posedge reset) begin
		if (reset) begin
			Count <= {size{1'b0}};
			clkout <= 1'b0;
		end
		else
			if (freerun)
				if (Count < Maxval) begin
					Count <= Count + {{(size-1){1'b0}},1'b1};
				end
				else begin
					Count <= {size{1'b0}};
					clkout <= ~clkout;
				end
	end
endmodule
module fdivby2_ #(parameter size=25) (input clk, reset, output logic clkout);
	always_ff @ (posedge clk or posedge reset) begin
		if (reset)
			clkout <= 1'b0;
		else
			clkout <= ~clkout;
	end
endmodule
module pmcntr #(parameter siz=25) (input clk, reset, input [siz-1:0] count_max, output logic [siz-1:0] count, output logic clkout);
	always_ff @ (posedge clk or posedge reset)
		if (reset) begin
			count <= {siz{1'b0}};
			clkout <= 1'b0;
		end
		else if (count<count_max)
			count <= count + {{(siz-1){1'b0}},1'b1};
		else begin
			count <= {siz{1'b0}};
			clkout <= ~clkout;
		end
endmodule
--- /design/flow/run.sh ---
#!/bin/bash
# OpenROAD 26Q1-2900-gdf79404cd8, Yosys 0.63+post, stock flow scripts
make -C /OpenROAD-flow-scripts/flow DESIGN_CONFIG=/design/flow/config.mk WORK_HOME=/design/flow/orfs finish
--- /design/flow/config.mk ---
export PLATFORM = sky130hd
export DESIGN_NAME = msb_test
export DESIGN_NICKNAME = msb_test
export VERILOG_FILES = /design/flow/design.v
export SDC_FILE = /design/flow/constraint.sdc
export NUM_CORES = 4
export LEC_CHECK = 1
export CORE_AREA = 10 10 80 80
export DIE_AREA = 0 0 90 90
--- /design/flow/constraint.sdc ---
current_design msb_test

set clk_period 21.5
set clk_io_pct 0.2

create_clock -name clk0 -period $clk_period

set non_clock_inputs [all_inputs -no_clocks]
set_input_delay [expr $clk_period * $clk_io_pct] -clock clk0 $non_clock_inputs
set_output_delay [expr $clk_period * $clk_io_pct] -clock clk0 [all_outputs]
==> job_summary.md <==
### Flow metrics

| Metric | Value |
|---|---|
| Syn Std Cell Area | 0.003940 mm^2 |
| Synth Area in Simple Gates | 0.1620 |
| Floorplan core density | 0.8342 |
| Syn Inst Count | 457 |
| Yosys Chip Area | 0.003940 mm^2 |
| Port bufs | 22 |
| Logic family by area | adder cells |
| Netlist cell types | 67 |
| Die height | 90 um |
| Error msg | [ERROR GPL-0301] Utilization 101.035 % exceeds 100%. |
| Seq share, synth | 0 |
| Yosys xor share | 0.1826 |
| Status | stopped before the end |
| Avg Cell Area, Syn | 8.622 um^2 |
| I/O Pins | 24 |
| # Cells Yosys | 457 |
| Die W | 90 um |
| Warnings from Yosys | 1 |
| Post-Synth AOI/OAI Area | 0.1461 |
| FA/HA/MAJ Cells, Area Fraction | 0.4268 |
| Mux frac, synth | 0.01461 |
| Site row count | 25 |
| Failed at | 3_3_place_gp |
## cells in the mapped netlist (2+ instances only)
| master | instances | share of area |
|---|---|---|
| o211ai_1 | 5 | 0.0095 |
| buf_4 | 3 | 0.0057 |
| or2_2 | 4 | 0.0064 |
| fa_1 | 9 | 0.046 |
| nand2_1 | 20 | 0.019 |
| nor3_1 | 3 | 0.0038 |
| o21bai_1 | 2 | 0.0038 |
| nand3b_1 | 3 | 0.0057 |
| o21ai_0 | 12 | 0.015 |
| a2111oi_0 | 2 | 0.0044 |
| xnor2_1 | 31 | 0.069 |
| o22ai_1 | 3 | 0.0048 |
| nand3_1 | 2 | 0.0025 |
| a21oi_1 | 21 | 0.027 |
| o21a_1 | 5 | 0.0095 |
| or3_1 | 3 | 0.0048 |
| and3b_1 | 2 | 0.0044 |
| nor2_1 | 20 | 0.019 |
| ha_1 | 120 | 0.38 |
| xor2_1 | 23 | 0.051 |
| mux2_2 | 3 | 0.0086 |
| a21o_1 | 12 | 0.023 |
| inv_1 | 56 | 0.053 |
| and3_1 | 4 | 0.0064 |
| nand2b_1 | 4 | 0.0064 |
| inv_2 | 3 | 0.0029 |
| nor3b_1 | 7 | 0.013 |
| o31a_1 | 2 | 0.0044 |
| and2_1 | 4 | 0.0064 |
| nand4_1 | 17 | 0.027 |
| a211oi_1 | 3 | 0.0057 |
| and4_1 | 2 | 0.0044 |
| a31oi_1 | 3 | 0.0048 |
| nor2b_1 | 5 | 0.0079 |
| xnor2_4 | 3 | 0.021 |
| a211o_1 | 3 | 0.0067 |
| xor2_2 | 3 | 0.012 |
## cells by family after synthesis
kind of cell	after synthesis
adders and majority gates	129
and+or+nand+nor	109
AOI/OAI and AO/OA	83
buffers and inverters	65
xor gates and xnor gates	65
muxes	5
other	1
